--- design/flow/config.mk ---
export PLATFORM = sky130hd
export DESIGN_NAME = light
export DESIGN_NICKNAME = light
export VERILOG_FILES = /design/flow/design.v
export SDC_FILE = /design/flow/constraint.sdc
export NUM_CORES = 4
export LEC_CHECK = 1
export CORE_AREA = 10 10 111 111
export DIE_AREA = 0 0 121 121
--- design/flow/run.sh ---
#!/bin/bash
# OpenROAD 26Q1-2900-gdf79404cd8, Yosys 0.63+post, stock flow scripts
make -C /OpenROAD-flow-scripts/flow DESIGN_CONFIG=/design/flow/config.mk WORK_HOME=/design/flow/orfs finish
--- design/flow/constraint.sdc ---
current_design light

set clk_period 3.5
set clk_io_pct 0.2

create_clock -name clk0 -period $clk_period [get_ports {clk}]

set non_clock_inputs [all_inputs -no_clocks]
set_input_delay [expr $clk_period * $clk_io_pct] -clock clk0 $non_clock_inputs
set_output_delay [expr $clk_period * $clk_io_pct] -clock clk0 [all_outputs]
--- design/flow/design.v ---
module light(  
  input clk,  
  input rst,  
  output reg [15:0] led  
);
  reg [31:0] count;  
  always @(posedge clk) begin  
    if (rst) begin led <= 1; count <= 0; end  
    else begin
      if (count == 0) led <= {led[14:0], led[15]};  
      count <= (count >= 5000000 ? 32'b0 : count + 1);  
    end
  end
endmodule
==> run notes <==
flow finished, numbers: Max-Cap Viols 0, Arr. time, crit path 2.48 ns, fp util 20.1%, WS Path Type in -> reg, RSZ-0062 raised after global routing no, grt peak-use layer met2, Mapped Cells 204, EDFF count, synth 0, outcome complete, no violations, routed wire length 3780 µm, fmax 440 MHz, Worst Hold Class reg -> reg, vias in the first global route 1460, Slew @ Worst Pin 0.820 ns, initial antenna violation count 0, VDD IR max 0.132 mV, die height 121 µm, final non-filler cell total 360, GR Layer Usage met3 1.13%, vias 1469, fin crit period 2.27 ns, routed vias/inst 4.08, largest net degree at the start of global routing 24, LEAKAGE 0.711 nW, core box area 9860 µm², area growth from synthesis to layout 21.6%, CTS Buffer Depth 2, grt met2 use 8.20%, Num CTS Buffers 5, cell family with most CP delay AND-OR/OR-AND gates, period utilization 64.9%, clk sink count 48, WP buf/inv 1, area post-placement 2310 µm², Clk Latency, worst-skew pair 0.30 ns, # rows 36, CP Data Required Time 3.71 ns, YS chip area 1980 µm², clock root cell clkbuf_8, YS warnings 1, CTS tree yes, CTS resizes 0, ys cells 204, Die ar. 14600 µm², Max-Slew Margin vs Limit 45.3%, hpwl dp 2580 µm, GPL Wtd Cong 0.788, drt wl/cell 10.5 µm, dominant register cell dfxtp_1, Post-synth ARST share 0%, final core occ 24.4%, first-pass GRT wire length 6780 µm, layout cell share with drive strength beyond 1 5.29%, ys flops 48, Chip Width 121 µm, pwr/cell area 376 nW/µm², Worst Skew 0.00609 ns, crit start category input port, GRT overflow 0, Post-Syn Area 1980 µm², Avg Inst Size Synth 9.71 µm², Total GRT Usage 5.30%, ANT cells 0, Post-Route Setup TNS 0 ns, Pwr Total 0.000905 W, DR DRC count 0, CP max stage delay 0.79 ns, final hold vios 0, Pins Over Slew Limit 0, crit-path cells clkdlybuf4s50_1, a2111o_1, nor3_1, met1 Resource Use GR 7.40%, input/output buffers 17, Log Warnings 26, fin area 2410 µm², drt pass-1 iters 4, CP max stage cell a2111o_1, count of final setup violators 0, Critical Path End Type flop, Cell Type Count 34, DP Cell Count 352, worst-path maximum fanout 23, Hold Buf Count CTS 0, most frequent logic cell in the layout dfxtp_1, Boundary Pins 18, most common logic cells in the final layout dfxtp_1, nor3_1, clkdlybuf4s50_1, post-route ant nets 0, First DRT Iteration DRCs 78, Seq share, synth 48.5%, Clock transition at path regs 0.08 ns, CTS H-tree lvls 2, setup bufs post-CTS 0
## flip-flops by register name, summed over array words and instances (netlist names)
name   cells
count     32
led       16
## stage by stage
stage / setup WS (ns) / hold slack [ns]
final: 1.23 / 0.498
after detailed placement: 0.933 / 0.485
after CTS: 1.25 / 0.502
after global placement: 0.959 / 0.480
after floorplan: 1.50 / 0.449
after global routing: 1.06 / 0.528
## kinds of logic (layout without fill, tap and decap cells)
logic type               Yosys count  count (layout)  synth area share (%)
AND-OR/OR-AND                     21              21                  7.64
XOR/XNOR                          13              13                  5.75
adder cells (fa/ha/maj)            2               2                  1.26
buffers and inverters             16              31                  3.16
flip-flops                        48              48                  48.5
multiplexers                      16              16                  8.09
other                              1               9                 0.189
AND/OR/NAND/NOR                   87              87                  25.4
## worst register-to-register path: cells and delay by family, from the launching register on
kind	cells	cell delay, ns
compound gates	1	0.24
simple gates	3	1.46
flops	1	0.45
## final cells by class
| cell class | count | area, µm² |
|---|---|---|
| Fill cell | 1015 | 7460 |
| Multi-Input combinational cell | 148 | 987 |
| Sequential cell | 48 | 961 |
| Timing Repair Buffer | 18 | 178 |
| Tap cell | 133 | 166 |
| Clock buffer | 6 | 82.6 |
| Inverter | 5 | 18.8 |
| Clock inverter | 2 | 15.0 |
## Yosys cell counts, drive strengths merged (3+ instances only)
master   n  area [µm²]
dfxtp   48         961
mux2i   16         160
nor2     6        22.5
nand2b  16         100
inv      5        18.8
or3      5        31.3
clkbuf   7        26.3
nand3    7        35.0
buf      4        17.5
a211oi   7        52.6
xor2     3        26.3
o31ai    3        22.5
o21ai    5        25.0
nor4     6        37.5
nand2    8        30.0
nand4    6        52.6
nor3    23         120
xnor2   10        87.6
or4      4        30.0
## routing by layer
layer  vias up  part of all wire [%]
met1       673                    51
met3         4                   3.7
met4         0                   2.1
met2        18                    43
li1        774                     -
met5         -                     0
## where the power goes
| part | switching [W] | total, W | internal (W) |
|---|---|---|---|
| clock network | 0.000182 | 0.000342 | 0.000160 |
| registers | 0.00000153 | 0.000553 | 0.000551 |
| logic | 0.00000481 | 0.00000969 | 0.00000488 |
## worst paths after layout
| check | slack [ns] | startpoint | endpoint | depth (start not counted) |
|---|---|---|---|---|
| max | 1.23 | rst | count[4]$_SDFF_PP0_ | 3 |
| min | 0.50 | count[0]$_SDFF_PP0_ | count[0]$_SDFF_PP0_ | 1 |
| max reg2reg | 1.28 | count[2]$_SDFF_PP0_ | count[19]$_SDFF_PP0_ | 4 |
| min reg2reg | 0.50 | count[0]$_SDFF_PP0_ | count[0]$_SDFF_PP0_ | 1 |
No activity file was given, so power comes from the tool's default toggle rates.
